## flow/run.sh

```bash
#!/bin/bash
# OpenROAD 26Q1-2900-gdf79404cd8, Yosys 0.63+post, stock flow scripts
make -C /OpenROAD-flow-scripts/flow DESIGN_CONFIG=/design/flow/config.mk WORK_HOME=/design/flow/orfs finish
```

## flow/config.mk

```make
export PLATFORM = sky130hd
export DESIGN_NAME = debounce
export DESIGN_NICKNAME = debounce
export VERILOG_FILES = /design/flow/design.v
export SDC_FILE = /design/flow/constraint.sdc
export NUM_CORES = 4
export LEC_CHECK = 1
export CORE_UTILIZATION = 40
```

## flow/constraint.sdc

```tcl
current_design debounce

set clk_period 2.9
set clk_io_pct 0.2

create_clock -name clk0 -period $clk_period [get_ports {clk}]

set non_clock_inputs [all_inputs -no_clocks]
set_input_delay [expr $clk_period * $clk_io_pct] -clock clk0 $non_clock_inputs
set_output_delay [expr $clk_period * $clk_io_pct] -clock clk0 [all_outputs]
```

## flow/design.v

```verilog
`timescale 1ns / 1ps
module debounce
(
    input  wire clk,
    input  wire rst,
    input  wire btn,
    output reg  [7:0] LED
);
wire rst_n = ~rst;
localparam LOW         = 2'b00;
localparam HIGH_BOUNCE = 2'b01;
localparam HIGH        = 2'b10;
localparam LOW_BOUNCE  = 2'b11;
reg debounce_out;
reg [1:0] STA;
always @(posedge clk or negedge rst_n)
begin
    if(!rst_n)
    begin
        debounce_out <= 1'b0;
        STA <= LOW;
    end
    else
    begin
        case (STA)
            LOW :
            begin
                debounce_out <= 1'b0;
                STA <= btn ? HIGH_BOUNCE : LOW;
            end
            HIGH_BOUNCE :
            begin
                STA <= (HIGH_count == 'd2000000) ? HIGH : btn ? HIGH_BOUNCE : LOW;
            end
            HIGH :
            begin
                debounce_out <= 1'b1;
                STA <= btn ? HIGH : LOW_BOUNCE;
            end
            LOW_BOUNCE :
            begin
                STA <= (LOW_count == 'd2000000) ? LOW : btn ? HIGH : LOW_BOUNCE;
            end
            default:
            begin
                STA <= LOW;
            end 
        endcase
    end
end
reg [20:0] HIGH_count;
reg [20:0] LOW_count;
always@(posedge clk or negedge rst_n)
begin
    if(!rst_n)
    begin
        HIGH_count <= 'd0;
        LOW_count  <= 'd0;
    end
    else
    begin
        HIGH_count <= HIGH_BOUNCE ? btn ? HIGH_count + 1'b1 : 'd0 : 'd0;
        LOW_count  <= LOW_BOUNCE  ? btn ? 'd0 : LOW_count + 1'b1  : 'd0;
    end
end
always @(posedge debounce_out or negedge rst_n)
begin
    if(!rst_n)
    begin
        LED <= 'd0;
    end
    else
    begin
        LED <= (LED == 8'b11111111) ? 'd0 : LED + 1'b1;
    end
end
endmodule
```

==> flow_metrics.tcl <==
# metrics dict for downstream scripts
set metrics [dict create \
    die_w_um 83.9 \
    worst-endpoint-required_ns 3.12 \
    grt_pass1_vias 1811 \
    drt-total-wl_um 4790 \
    drt_first_pass_iters 48 \
    htreeDepth 2 \
    simple_gate_share_pct 25.1 \
    fin_crit_ns 1.87 \
    ant_nets 0 \
    synthesis.area_sq_um 2690 \
    portBuffers 10 \
    total_power_mw 1.11 \
    maxSlewViolCount 0 \
    numCtsBuffers 5 \
    ctsResizeCount 0 \
    edf_count 0 \
    vdd_ir_drop_max_v 0.000154 \
    via_per_inst 5.36 \
    reg2regPathDepth 5 \
    post_cts_buffers 0 \
    period_used_pct 64.4 \
    synthFlopType "dfrtp_1" \
    outcome "complete, but fails checks" \
    endpoint_kind "register" \
    slew_headroom_pct 78.9 \
    untimed_endpoints 16 \
    die_h_um 83.9 \
    crit_type "reg2reg" \
    async_flop_share_pct 100 \
    finClkSkew_ns 0.00662 \
    min_delay_path_depth 1 \
    yosys_warnings 1 \
    max_freq_ghz 0.535 \
    grt_pass1_wl_um 8420 \
    routed.top_layer "met4" \
    cts_tree "yes" \
    num_vias 1940 \
    ys_seq_share_pct 51.3 \
    power_density_nw_per_um2 374 \
    setup_slack_ns 1.03 \
    logic_family "simple AND/OR/NAND/NOR gates" \
    remaining_drc_errors 6 \
    cts_root_buf "clkbuf_8" \
    wl_per_cell_um 13.2 \
    ys_types 36 \
    hold_start "HIGH_count[0]" \
    path_clk_slew_ns 0.08 \
    grt_max_degree 56 \
    num_rows 29 \
    io_pins 11 \
    worst-path-max-fanout 10 \
    coreArea_sq_um 6420 \
    ys_ff 55 \
    wl_met3_um 131 \
    startpoint_type "register" \
    dp.final_hpwl_um 3190 \
    clkLatencyLatePin_ns 0.29 \
    yosys.area_share.adder_pct 2.33 \
    synthAoiAreaFrac_pct 9.51 \
    place.gp.congestion 0.772 \
    tightest_slew_ns 0.314 \
    floorplan.core_util_pct 41.8 \
    drt-met1-wl_um 2520 \
    mux_area_share_pct 0 \
    fin_setup_tns_ns 0 \
    n_antenna_cell 0 \
    p_leak_nw 1.27 \
    xor_share_pct 8.48 \
    reg2reg_from "HIGH_count[0]" \
    holdCritPathClass "reg2reg" \
    rr_endpoint "HIGH_count[20]" \
    grt_usage_pct 14.9 \
    synthCells 273 \
    setup_violations 0 \
    drive_gt1_share_pct 5.26 \
    ys_area_sq_um 2690 \
    met2_length_um 2110 \
    worstPathArrival_ns 2.09 \
    dp_slack_ns 1.05 \
    grt-ovfl-total 0 \
    die_area_sq_um 7040 \
    drtIter0Drc 125 \
    antenna_found_initial 0 \
    warnings 27 \
    unclocked_regs 8 \
    hold_violations 0 \
    violations "design-rule violations" \
    clockBufferDepth 2 \
    rsz0062_at_grt "false" \
    whs_endpoint "HIGH_count[0]" \
    cts_hold_buf 0 \
    area_growth_pct 10.2 \
    syn_area_per_cell_sq_um 9.84 \
    maxCapViolCount 0 \
    synth_stat.cells 273 \
    ff2ff_setup_slack_ns 1.03 \
]
## cell usage after synthesis, types with 4 or more instances
cell type / number / share of area (%)
xnor2_1: 9 / 2.9
and3_1: 8 / 1.9
dfrtp_1: 54 / 50
and2_1: 5 / 1.2
nand4_1: 9 / 2.1
clkbuf_1: 7 / 0.98
nand2_1: 17 / 2.4
and4_1: 6 / 2.0
inv_1: 13 / 1.8
ha_1: 5 / 2.3
or4_1: 6 / 1.7
xor2_1: 17 / 5.5
o31ai_1: 5 / 1.4
nor2_1: 30 / 4.2
or3_1: 13 / 3.0
a21oi_1: 18 / 3.4
nor4_1: 4 / 0.93
nand3_1: 13 / 2.4
o21ai_0: 17 / 3.2
## cells by family after synthesis
kind of cell             Yosys count
flip-flops                        55
buffers and inverters             22
adder cells (fa/ha/maj)            5
XOR/XNOR                          26
AND/OR/NAND/NOR                  120
AND-OR/OR-AND                     45
## cell usage in the layout (no fill, tap or decap), types with 2 or more instances in the layout
cell type / synthesis / routed
dfrtp_1: 54 / 54
nor2_1: 30 / 30
a21oi_1: 18 / 18
xor2_1: 17 / 17
nand2_1: 17 / 17
o21ai_0: 17 / 17
nand3_1: 13 / 13
or3_1: 13 / 13
inv_1: 13 / 12
clkdlybuf4s50_1: 0 / 10
xnor2_1: 9 / 9
nand4_1: 9 / 9
and3_1: 8 / 8
and4_1: 6 / 6
or4_1: 6 / 6
and2_1: 5 / 5
o31ai_1: 5 / 5
ha_1: 5 / 5
clkbuf_8: 0 / 5
nor4_1: 4 / 4
clkbuf_1: 7 / 2
buf_4: 1 / 2
## cell type report
type / count / area [sq um]
sequential: 55 / 1380
clock inverter: 1 / 5.00
clock buffer: 7 / 76.3
timing repair buffer: 13 / 135
inverter: 13 / 48.8
multi-input combinational: 196 / 1220
tap: 77 / 96.3
fill: 602 / 3460
## worst max-delay path by stage
stage / to / startpoint / depth (start not counted)
final: HIGH_count[20] / HIGH_count[0] / 5
after CTS: HIGH_count[20] / HIGH_count[0] / 5
after global routing: HIGH_count[20] / HIGH_count[0] / 5
## per-layer routing
metal	GRT usage, %	vias up
met2	22.7	24
met4	1.41	0
met5	0	-
met1	24.6	926
li1	-	988
met3	2.11	2
## flip-flops by register name, indices dropped and copies added (netlist names)
name / cells
STA: 4
debounce_out: 1
LOW_count: 21
HIGH_count: 21
LED: 8
## stage by stage
stage	instance area (sq um)	cells	util (%)	hold slack [ns]
4_1_cts	2960	362	46.1	0.501
3_3_place_gp	2880	354	44.8	0.477
6_report	2960	362	46.1	0.501
2_1_floorplan	2690	273	-	0.452
5_1_grt	2960	362	46.1	0.507
3_5_place_dp	2880	354	44.8	0.485
## power by group
| group | internal [mW] | switching, mW | total, mW | leakage [nW] |
|---|---|---|---|---|
| Combinational | 0.0191 | 0.0352 | 0.0543 | 0.486 |
| Clock | 0.170 | 0.208 | 0.377 | 0.0422 |
| Sequential | 0.666 | 0.0103 | 0.676 | 0.745 |
| Total | 0.855 | 0.253 | 1.11 | 1.27 |
## worst max-delay path, stage by stage (launching register included)
cell and delay (ns):
dfrtp_1 0.41, ha_1 0.20, and3_1 0.27, nand4_2 0.25
or4_1 0.53, a21oi_1 0.15
Power and IR drop assume default switching activity.
