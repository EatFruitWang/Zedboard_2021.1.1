==> /design/flow/config.mk <==
export PLATFORM = sky130hd
export DESIGN_NAME = LED
export DESIGN_NICKNAME = LED
export VERILOG_FILES = /design/flow/design.v
export SDC_FILE = /design/flow/constraint.sdc
export NUM_CORES = 4
export LEC_CHECK = 1
export CORE_UTILIZATION = 40
==> /design/flow/run.sh <==
#!/bin/bash
# OpenROAD 26Q1-2900-gdf79404cd8, Yosys 0.63+post, stock flow scripts
make -C /OpenROAD-flow-scripts/flow DESIGN_CONFIG=/design/flow/config.mk WORK_HOME=/design/flow/orfs finish
==> /design/flow/constraint.sdc <==
current_design LED

set clk_period 4.9
set clk_io_pct 0.2

create_clock -name clk0 -period $clk_period [get_ports {clk}]

set non_clock_inputs [all_inputs -no_clocks]
set_input_delay [expr $clk_period * $clk_io_pct] -clock clk0 $non_clock_inputs
set_output_delay [expr $clk_period * $clk_io_pct] -clock clk0 [all_outputs]
==> /design/flow/design.v <==
`timescale 1ns / 1ps
module LED
#(
    parameter LED_quantity   = 8,          
    parameter TIME_count     = 100000000,  
    parameter TIME_count_bit = 27          
)
(
    input  wire clk,
    input  wire rst,
    output reg [LED_quantity-1 : 0] LED
);
    wire rst_n = ~rst;
    reg [TIME_count_bit + 1 : 0] count;
    always @(posedge clk or negedge rst_n)
    begin
        if(!rst_n)
        begin
            LED   <= 'd0;
            count <= 'd0;
        end
        else
        begin
            count <= (count == TIME_count - 1'b1) ? 'd0 : (count + 1'b1);
            LED   <= (count == TIME_count - 1'b1) ? ((LED == 'd0 || LED == 'd128)) ? 'd1 : {LED[6:0],LED[7]} : LED;
        end
    end
endmodule
==> flow_summary.toml <==
# synthesis and place-and-route metrics
[cts]
cts_resized = 0
postCtsSetupBuffers = 0
cts.path.max_buffers = 2
cts_tree = "done"
clock-sinks = 37
worstSkewPairLatency_ns = 0.29
ctsHoldBuffers = 0
cts_max_level = 2
clk_pin_slew_worst_paths_ns = 0.07
cts_root_buf = "clkbuf_8"
numCtsBuffers = 5

[floorplanning]
die_y_um = 69.5
fp_util = 0.418
rows = 24
die_x_um = 69.5
chipArea_um2 = 4830
coreArea_um2 = 4350
io_pins = 10

[logic_synthesis]
syn_inst = 173
ys_types = 39
avgSynthCellArea_um2 = 10.5
ys_seq_frac = 0.508
synthesis.area_um2 = 1820
synth_async_sr_flop_share = 1.00
synthFlopType = "dfrtp_1"
synth_flops = 37
edf_count = 0
ys_cells = 173
synth_warnings = 1
yosys.stat.chipArea_um2 = 1820

[power]
p_int_mw = 0.420
sw_frac_of_total = 0.213
power.switching_mw = 0.113
clkPwrFrac = 0.415
p_leak_nw = 0.864
sequentialPowerShare = 0.572
ir_worst_vdd_mv = 0.215
powerDensity_nw_per_um2 = 259
combPwrFrac = 0.013

[detailed_routing]
ant_nets = 0
wirelength_um = 3440
firstDrtPassIters = 4
vias_per_cell = 5.65
drtIter0Drc = 48
diodes = 0
drc = 0
drt-wirelength-per-cell_um = 14.3
vias = 1357

[final_timing]
worst_pin_slew_ns = 0.872
slew_headroom = 0.413
skew_ns = 0.0137
fmax_mhz = 407
timing.hold.ws_ns = 0.473
rsz0062_at_grt = "no"
drv_slew = 0
finalCriticalPeriod_ns = 2.46
period_used_share = 0.501
final_hold_viol_count = 0
tns_ns = 0
finalSetupViolCount = 0

[global_route]
grt_pass1_wl_um = 6050
grt_pass1_vias = 1262
antenna_found_initial = 0
gr-total-overflow = 0
grt_max_degree = 38
grt_usage = 0.160

[setup_path]
r2r-start = "count[25]$_DFF_PP0_"
reg2reg_slack_ns = 2.44
critPathArrivalTime_ns = 2.63
path_class = "flop to flop"
crit_chain = "nor4b_1 -> nand4_2 -> nor3_4 -> mux2_2"
critPathSlowestCell = "nor3_4"
critPathMaxFanout = 16
critPathLaunchType = "flop"
crit_required_ns = 5.07
endpoint_kind = "flop"
startpoint = "count[25]$_DFF_PP0_"
cpPeakStageDelay_ns = 0.69
path_buffers = 0
path_delay_family = "simple AND/OR/NAND/NOR gates"

[place]
dp_hpwl_um = 2300
io_buffers = 9
placed_area_um2 = 1960
place_congestion = 0.846

[finish]
area_delta_synth_final_pct = 13.1
final_common_cell = "dfrtp_1"
fill_cells = 365
design_area_um2 = 2060
drive_gt1_frac = 0.133
lay_top_cells = "dfrtp_1, nand2_1, nand3_1, xnor2_1"
area.sequential_um2 = 926
logic_area_um2 = 827
final_util = 0.473

[job]
cap_violations = 0
tool_warnings = 25

[min_path]
hp-class = "flop to flop"
hp-start = "count[28]$_DFF_PP0_"

[status]
status = "complete, no violations"
power by group through the flow:
stage	Clock [mW]	Sequential [mW]	Combinational, mW
4_1_cts	0.230	0.305	0.00756
5_1_grt	0.248	0.305	0.00857
6_report	0.222	0.305	0.00702
per-layer routing:
metal | global-route usage | vias to the layer above | wire length [um]
li1 | - | 666 | -
met1 | 0.267 | 646 | 1700
met5 | 0 | - | 0
met2 | 0.223 | 40 | 1490
met3 | 0.0442 | 5 | 190
met4 | 0.0249 | 0 | 51
cell families after synthesis:
| kind of cell | after synthesis | share of synthesized area |
|---|---|---|
| and+or+nand+nor | 72 | 0.234 |
| DFF | 37 | 0.508 |
| xor gates and xnor gates | 15 | 0.0721 |
| AOI/OAI and AO/OA | 26 | 0.0907 |
| muxes | 8 | 0.0508 |
| buffers and inverters | 14 | 0.0378 |
| adders and majority gates | 1 | 0.00687 |
flip-flops by register name, summed over array words and instances, names as in the netlist:
name and cells:
LED 8, count 29
cell usage after synthesis, drive strengths merged (4+ instances only):
library cell / instances / share of area
dfrtp: 37 / 0.51
nand2: 15 / 0.032
nand3: 10 / 0.027
xnor2: 10 / 0.048
inv: 9 / 0.019
nor2: 9 / 0.019
nand4: 8 / 0.038
nor3: 8 / 0.028
mux2: 7 / 0.045
a21oi: 6 / 0.016
a31oi: 6 / 0.021
o21ai: 5 / 0.014
or3: 5 / 0.017
xor2: 5 / 0.024
nor4: 4 / 0.014
or4: 4 / 0.019
layout make-up:
class                      instances  area share
clock buffer                       6      0.0401
clock inverter                     2     0.00668
inverter                           9      0.0164
multi-input combinational        122       0.401
sequential                        37       0.449
tap                               52      0.0316
timing repair buffer              12      0.0546
path summary, 6_finish.rpt:
| kind | depth (start not counted) | end |
|---|---|---|
| max | 4 | LED[4]$_DFFE_PP0N_ |
| min | 1 | count[28]$_DFF_PP0_ |
| max reg2reg | 4 | LED[4]$_DFFE_PP0N_ |
| min reg2reg | 1 | count[28]$_DFF_PP0_ |
| max in group asynchronous | 3 | count[28]$_DFF_PP0_ |
| min in group asynchronous | 3 | count[23]$_DFF_PP0_ |
metrics by stage:
| step | power (mW) | std cells | worst slack, ns |
|---|---|---|---|
| after floorplan | 0.316 | 173 | 2.93 |
| after global placement | 0.318 | 232 | 2.52 |
| after detailed placement | 0.319 | 232 | 2.46 |
| after CTS | 0.543 | 240 | 2.44 |
| after global routing | 0.561 | 240 | 2.30 |
| final | 0.534 | 240 | 2.44 |
Power and IR drop assume default switching activity.
