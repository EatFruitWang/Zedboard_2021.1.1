$ cat ./design.v
`timescale 1ns / 1ps
module bounce
#(
    parameter LED_bit = 8  
)
(
    input  wire btn,
    input  wire rst,
    output reg [LED_bit - 1 : 0] LED
);
wire rst_n = ~rst;
always @(posedge btn or negedge rst_n)
begin
    if(!rst_n)
    begin
        LED <= 'd0;
    end
    else
    begin
        LED <= (LED == 8'b11111111) ? 'd0 : LED + 1'b1;
    end
end
endmodule
$ cat ./run.sh
#!/bin/bash
# OpenROAD 26Q1-2900-gdf79404cd8, Yosys 0.63+post, stock flow scripts
make -C /OpenROAD-flow-scripts/flow DESIGN_CONFIG=/design/flow/config.mk WORK_HOME=/design/flow/orfs finish
$ cat ./config.mk
export PLATFORM = sky130hd
export DESIGN_NAME = bounce
export DESIGN_NICKNAME = bounce
export VERILOG_FILES = /design/flow/design.v
export SDC_FILE = /design/flow/constraint.sdc
export NUM_CORES = 4
export LEC_CHECK = 1
export CORE_AREA = 10 10 70 70
export DIE_AREA = 0 0 80 80
$ cat ./constraint.sdc
current_design bounce

set clk_period 2.1
set clk_io_pct 0.2

create_clock -name clk0 -period $clk_period [get_ports {btn}]

set non_clock_inputs [all_inputs -no_clocks]
set_input_delay [expr $clk_period * $clk_io_pct] -clock clk0 $non_clock_inputs
set_output_delay [expr $clk_period * $clk_io_pct] -clock clk0 [all_outputs]
==> summary.txt <==
Flow results are below.

- The final number of setup-violating endpoints is 0, for reference.
- The top register by number of flip-flops is LED, for reference.
- Summing all multi-input logic gate instances after layout gives 143 um^2.
- The floorplan die width is 80 um, for reference.
- The headroom to the max-slew limit is 80.7%, for reference.
- The number of gates resized after cts is 0, for reference.
- The commonest cells after synthesis are 8 x sky130_fd_sc_hd__dfrtp_1, 3 x sky130_fd_sc_hd__nand2_1, 3 x sky130_fd_sc_hd__xor2_1.
- The via count of the first global-routing pass is 276, for reference.
- The largest single stage delay on the critical path is 520 ps.
- The registers reported with the highest flop counts are LED (8).
- The placement summary gives the final routability congestion estimate as 0.833.
- TritonCTS built the clock tree.
- The total overflow left after global routing is 0.
- Counting distinct cell types in the post-synthesis netlist gives 18.
- Yosys mapped a number of flops with a built-in enable equal to 0.
- Counting the warning lines in the Yosys log gives 1.
- The clock net sink count is 8, for reference.
- The synthesis-to-finish area growth is 48.6%, for reference.
- The library cell contributing the largest single delay on the critical path is sky130_fd_sc_hd__clkdlybuf4s50_1, for reference.
- The overall track demand over capacity in global routing is 2.80%, for reference.
- The flip-flop count of the largest register, all copies and words added is 8, for reference.
- The height of the chip is 80 um, for reference.
- The total number of warnings across the stage logs is 25, for reference.
- The number of antenna diodes is 0, for reference.
- Total power for the finished layout comes to 0.000270 W.
- The number of violations reported at the end of detailed-routing iteration 0 is 3, for reference.
- Per STA, the worst path is made up of clkdlybuf4s50_1.
- The post-route clock period utilization is 79.8%, for reference.
- The final cell area excluding filler cells is 520 um^2, for reference.
- After synthesis, the largest area contributor takes up 57.1% of total cell area.
- The cell leakage power is 0.226 nW, for reference.
- STA classifies the critical path startpoint as a register.
- The flow ran to the end, and the final reports show no timing, DRC or antenna violations.
- A synthesized cell averages 11.3 um^2.
- Per the OpenROAD floorplan log, the area of the core is 3420 um^2.
- Post-CTS timing repair inserted 0 buffers for setup.
- Per the detailed placement report, the placed cell area equals 498 um^2.
- The number of buffers on the longest clock path is 2, for reference.
- The routed layout reports a DRC error count of 0.
- Counting endpoints that fail hold in the final report gives 0.
- The share of the core filled by cells before placement is 10.3%, for reference.
- The first detailed-routing pass ran for 3 iterations.
- The remaining antenna violation count is 0, for reference.
- Counting flops with an async set or reset pin after synthesis yields a share of 100%.
- The initial antenna violation count is 0, for reference.
- The worst hold path belongs to the class in -> async.
- By startpoint and endpoint, the worst setup path is classified as reg -> out.
- The clock transition at the register clock pins on the worst setup and hold paths after CTS is 50 ps, for reference.
- Summed over all layers, the routed wires come to 774 um.
- The die outline area is 6400 um^2, for reference.
- According to the Yosys statistics, the synthesized design has a chip area of 350 um^2.
- The number of max-capacitance violations reported is 0, for reference.
- The most common cell in the synthesized netlist is sky130_fd_sc_hd__dfrtp_1, for reference.
- The floorplan row count is 21, for reference.
- The biggest area consumer among synthesized cells is sky130_fd_sc_hd__dfrtp_1, for reference.
- The peak supply drop is 170 uV, for reference.
- The maximum number of pins on one net before global-route repair is 9, for reference.
- The clock arrives with 1.24 ps of skew.
- Setup repair after global routing left no endpoint under its margin.
- The report puts the hold buffer count at CTS at 0.
- STA classifies the critical path endpoint as a primary output.
- For the worst-skew pair, the clock arrives at the later sink with an insertion delay of 250 ps.
- Of the cells placed in the final design, the portion with a size suffix greater than 1 is 11.6%.
- Synthesis handed over a netlist of 31 instances.
- Among all flip-flop cells after synthesis, the most frequent one is sky130_fd_sc_hd__dfrtp_1.
- The routed design shows a wire length per standard cell of 8.70 um.
- The synth_stat.txt file lists the number of cells as 31.
- The power density relative to cell area is 519 nW/um^2, for reference.
- The achievable frequency is 0.597 GHz, for reference.
- The peak fanout along the critical path is 8, for reference.
- In the Yosys report, the sequential cells make up 57.1% of the chip area.
- The total negative slack is 0 ps, for reference.
- Dividing the detail-routed via count by the number of cells gives 3.11.
- The worst path in the final design needs a cycle of 1680 ps, including I/O delays and setup.
- The footprint of the flip-flops and latches is 200 um^2, for reference.
- The number of input and output port buffers inserted is 9, for reference.
- The max-slew violation total from the final report is 0, for reference.
- The timing report notes that buffer and inverter cells on the critical path total 1.
- The worst endpoint data arrival time is 1260 ps, for reference.
- The tally of filler cells in the layout is 387, for reference.
- The number of vias in the routed layout is 277, for reference.
- The cell area that synthesis handed to floorplanning was 350 um^2.
- In this run the number of H-tree levels came out at 1.
- In the post-synthesis netlist, the biggest area contributors are sky130_fd_sc_hd__dfrtp_1 57%, sky130_fd_sc_hd__xor2_1 7.5%, sky130_fd_sc_hd__ha_1 3.6%.
- Looking at the max-slew report, the worst-margin pin has a slew of 289 ps.
- Clock tree synthesis selected as its root buffer the cell sky130_fd_sc_hd__clkbuf_4.
- CTS added clock buffers totalling 3.
- The wire length of the first global-routing pass is 1.35 mm, for reference.
- The number of synthesized register bits is 8, for reference.
- During I/O placement, the number of pins put on the boundary was 10.
- STA puts the critical path data required time at 1680 ps.
- The category of cells accounting for the largest share of critical-path delay is buffers and inverters, for reference.
==> power breakdown <==
group / switching (W) / internal, W
clock: 0.0000459 / 0.0000649
sequential: 0 / 0.000154
combinational: 0.00000291 / 0.00000174
==> placed cells by master (no fill, tap or decap), drive strengths merged, types with 2 or more instances in the layout <==
| cell | Yosys | routed |
|---|---|---|
| and4 | 2 | 2 |
| clkbuf | 0 | 3 |
| clkdlybuf4s50 | 0 | 9 |
| dfrtp | 8 | 8 |
| inv | 2 | 2 |
| nand2 | 3 | 3 |
| nand3 | 2 | 2 |
| nor2 | 2 | 2 |
| xor2 | 3 | 3 |
==> cell type report <==
cell class / count / share of cell area [%]
sequential: 8 / 38.5
multi-input combinational: 21 / 27.4
timing repair buffer: 9 / 17.3
tap: 46 / 11.1
clock buffer: 3 / 4.33
inverter: 2 / 1.44
==> per-layer routing <==
layer	global-route usage (%)	vias up	share of wire, %
met5	0	-	0
met4	0.352	0	1.8
met3	2.05	2	8.9
met2	4.25	8	48
met1	3.19	131	41
li1	-	136	-
==> path summary, 6_finish.rpt <==
path                       startpoint  endpoint  slack [ps]  cells past startpoint
setup / recovery               LED[2]    LED[2]         420                      1
hold / removal                    rst    LED[2]         410                      2
setup reg to reg               LED[0]    LED[6]         870                      4
hold reg to reg                LED[4]    LED[4]         510                      1
max in group asynchronous         rst    LED[3]        1460                      2
min in group clk0              LED[4]    LED[4]         510                      1
==> worst reg2reg max path, delay by kind of cell (launching register included) <==
family	cells	cell delay, ps
xor+xnor	1	160
flops	1	410
simple gates	2	320
fa+ha+maj	1	270
==> logic make-up after synthesis <==
group | share of synthesized area [%]
AOI/OAI and AO/OA | 7.14
buffers and inverters | 2.14
DFF | 57.1
and+or+nand+nor | 20.0
xor gates and xnor gates | 10.0
adders and majority gates | 3.57
==> per-stage QoR <==
stage | worst slack [ps] | hold WS, ps | util, % | std cells
2_1_floorplan | 997 | 236 | - | 31
3_3_place_gp | 703 | 511 | 14.6 | 86
3_5_place_dp | 681 | 502 | 14.6 | 86
4_1_cts | 406 | 424 | 15.2 | 89
5_1_grt | 354 | 444 | 15.2 | 89
6_report | 424 | 413 | 15.2 | 89
Power figures rest on the tool's default switching activity, not on a simulated workload.
